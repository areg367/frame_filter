==> design.v <==
module fifo_0
#(
parameter pix_depth = 4,
parameter frame_width = 10,
parameter filter_size = 5,
parameter add_cells = (filter_size-1)/2
)
(
input clock,
input resetn,
input [1:0] TUSER,
input      s_tvalid,
output reg s_tready,
input      m_tready,
output reg m_tvalid,
input  [pix_depth-1:0] in_d0,
output [pix_depth-1:0]  o_d0,
output [pix_depth-1:0]  o_d1,
output [pix_depth-1:0]  o_d2,
output [pix_depth-1:0]  o_d3,
output [pix_depth-1:0]  o_d4
);
reg empty;
reg full;
reg [filter_size*pix_depth-1:0] pix_2d_buffer [frame_width + 2*add_cells - 1 : 0];
reg [((pix_depth)*5*(frame_width+2*add_cells)):0] buffer = 0;
reg [10:0] cnt = 0;
reg rd_pnt;
reg wr_pnt;
always@(posedge clock)
begin
	if(resetn == 0)
	begin
		full     <= 0;
		empty    <= 1;
		cnt      <= 0;
		s_tready <= 0;
		m_tvalid <= 0;
	end
	else
	begin
		s_tready <= 1;
		if(s_tvalid == 1)
		begin
			if(TUSER[0] == 1 && TUSER[1] == 1)
			begin
				buffer    <= buffer << pix_depth;
				empty     <= 0;
				cnt <= cnt + 3;
			end
			else
			begin
				empty     <= 0;
				cnt       <= cnt + 1;     
			end
		end
		if(cnt == 5*(frame_width+2*add_cells) - 1)
		begin
			cnt      <= 0;
			full     <= 1;
			m_tvalid <= 1;
			s_tready <= 0;
		end 
		end
end
assign o_d0 = (resetn != 0 && full == 1 && m_tready == 1)? buffer[1*pix_depth*(frame_width+2*add_cells)-1:1*pix_depth*(frame_width+2*add_cells)-pix_depth]: 0;
assign o_d1 = (resetn != 0 && full == 1 && m_tready == 1)? buffer[2*pix_depth*(frame_width+2*add_cells)-1:2*pix_depth*(frame_width+2*add_cells)-pix_depth]: 0;
assign o_d2 = (resetn != 0 && full == 1 && m_tready == 1)? buffer[3*pix_depth*(frame_width+2*add_cells)-1:3*pix_depth*(frame_width+2*add_cells)-pix_depth]: 0;
assign o_d3 = (resetn != 0 && full == 1 && m_tready == 1)? buffer[4*pix_depth*(frame_width+2*add_cells)-1:4*pix_depth*(frame_width+2*add_cells)-pix_depth]: 0;
assign o_d4 = (resetn != 0 && full == 1 && m_tready == 1)? buffer[5*pix_depth*(frame_width+2*add_cells)-1:5*pix_depth*(frame_width+2*add_cells)-pix_depth]: 0;
endmodule
==> run.sh <==
#!/bin/bash
# OpenROAD 26Q1-2900-gdf79404cd8, Yosys 0.63+post, stock flow scripts
make -C /OpenROAD-flow-scripts/flow DESIGN_CONFIG=/design/flow/config.mk WORK_HOME=/design/flow/orfs finish
==> config.mk <==
export PLATFORM = sky130hd
export DESIGN_NAME = fifo_0
export DESIGN_NICKNAME = fifo_0
export VERILOG_FILES = /design/flow/design.v
export SDC_FILE = /design/flow/constraint.sdc
export NUM_CORES = 4
export LEC_CHECK = 1
export CORE_AREA = 10 10 74 74
export DIE_AREA = 0 0 84 84
==> constraint.sdc <==
current_design fifo_0

set clk_period 2.0
set clk_io_pct 0.2

create_clock -name clk0 -period $clk_period [get_ports {clock}]

set non_clock_inputs [all_inputs -no_clocks]
set_input_delay [expr $clk_period * $clk_io_pct] -clock clk0 $non_clock_inputs
set_output_delay [expr $clk_period * $clk_io_pct] -clock clk0 [all_outputs]
==> results.toml <==
# yosys + openroad results
[synthesis]
xor_area_share_pct = 11.0
synthAdderAreaFrac_pct = 4.08
syn_area_sq_um = 798
synthDistinctLibCells = 25
synth_flops = 13
topCellsByArea = "dfxtp_1 (33%), buf_4 (20%), xnor2_1 (11%)"
synth.cellmix.compoundShare_pct = 2.51
postSynthSeqShare_pct = 32.6
enable_flop_cells = 0
syn_inst = 88
ys_cells = 88
yosys_warnings = 1
ys_chip_area_sq_um = 798
yosys-top-cells-count = "buf_4 (21), dfxtp_1 (13), xnor2_1 (10), nor2_1 (9), inv_1 (5)"
top_logic_kind = "simple AND/OR/NAND/NOR gates"
async_flop_share_pct = 0
top_area_share_pct = 32.6
yosysTopAreaCell = "dfxtp_1"
simple_gate_share_pct = 26.8
ff_type = "dfxtp_1"
synth.most_common_cell = "buf_4"
avgSynthCellArea_sq_um = 9.07
mux_share_pct = 0

[detailed_routing]
drtIter0Drc = 57
avgViaCountPerCell = 3.48
wl_per_cell_um = 9.09
dr.pass1.iters = 4
antenna_left = 0
routed_wl_um = 1350
route.detailed.drc = 0
n_antenna_cell = 0
via_count = 519

[final_timing]
max_freq_mhz = 536
period_used_pct = 93.2
final.min_clock_period_ns = 1.86
tns_ns = 0
hold_viol_final = 0
setup_ws_ns = 0.136
rsz0062_at_grt = "false"
finClkSkew_ns = 0.00190
setup_viol = 0
maxSlewViolCount = 0

[clocking]
numCtsBuffers = 3
htree_levels = 1
clockRootBuffer = "clkbuf_8"
postCtsSetupRepairBufs = 0
cts-resized-gates = 0
cts_sinks = 13
clk_pin_slew_worst_paths_ns = 0.05
ctsHoldBuffers = 0
cts_tree = "built"
cts_max_path_buffers = 2
worstSkewPairLatency_ns = 0.24

[place]
port_buffers = 6
dp.cells = 145
place_congestion = 0.800
dp_slack_ns = -0.123
dp_hpwl_um = 1050
placed_area_sq_um = 857

[worst_setup_path]
required_ns = 2.12
critPathArrivalTime_ns = 1.98
crit_type = "in -> reg"
worstPathMaxFanout = 5
critPathLaunchType = "input port"
crit_path_end_kind = "flip-flop"

[floorplan]
io_pins = 32
rows = 23
die_h_um = 84
chipArea_sq_mm = 0.00706
dieWidth_um = 84
fp_util_pct = 20.1
coreArea_sq_mm = 0.00397

[final_layout]
final_cells = 149
areaGrowthSynthToFinish_pct = 13.0
final_layout_size_suffix_gt1_share_pct = 17.2
design_area_sq_um = 902

[run]
warnings = 30
cap_violations = 0

[global_routing]
grt_pass1_wl_um = 2250
grt_usage_pct = 3.54
grt_max_degree = 13
grt_pass1_vias = 536
grt_antenna_before_repair = 0
grt_overflow_total = 0

[hold_path]
min_path_type = "reg -> reg"

[power_and_ir_drop]
finalPower_mw = 0.566
ir_worst_vdd_uv = 178
p_per_area_mw_per_mm2 = 627
leakage_nw = 0.337

[run_status]
status = "finished, final reports clean"
[power by group]
group          internal, mW  total, mW  switching, mW  leakage (nW)
Clock                 0.141      0.233         0.0923        0.0228
Combinational        0.0296     0.0599         0.0303         0.208
Sequential            0.266      0.273        0.00703         0.106
Total                 0.436      0.566          0.130         0.337
[layout make-up]
| cell class | count | area [sq um] |
|---|---|---|
| Tap cell | 50 | 62.6 |
| Timing Repair Buffer | 9 | 82.6 |
| Clock buffer | 4 | 45.0 |
| Fill cell | 429 | 3070 |
| Multi-Input combinational cell | 67 | 429 |
| Inverter | 6 | 22.5 |
| Sequential cell | 13 | 260 |
[worst max-delay path: stages]
cell	delay [ns]
clkdlybuf4s50_1	0.45
nand2_1	0.08
fa_1	0.49
nor4_2	0.34
xnor2_1	0.17
nor2_2	0.04
[logic make-up after synthesis]
| kind of cell | Yosys count |
|---|---|
| AND/OR/NAND/NOR | 32 |
| buffers and inverters | 27 |
| flip-flops | 13 |
| XOR/XNOR | 10 |
| AND-OR/OR-AND | 3 |
| adder cells (fa/ha/maj) | 2 |
| other | 1 |
[placed cells by master, fill, tap and decap left out]
cell	instances
nand2_4	1
conb_1	20
nor3_1	2
fa_1	1
clkbuf_8	3
nand3_2	1
nor2b_1	1
xnor2_1	10
nor4_1	1
clkdlybuf4s50_1	6
a21oi_1	1
ha_1	1
a211oi_1	1
nand2_1	4
nor4_4	1
nor3b_1	1
nand4_1	2
inv_2	1
inv_1	5
dfxtp_1	13
clkbuf_1	1
nor4_2	3
and4bb_1	1
nor2_1	9
nand3_1	1
buf_4	3
nor2_2	4
a21boi_0	1
[metal layers]
layer	global-route usage, %	part of all wire, %	wire length (um)
met5	0	0	0
met4	1.22	3.1	42
met3	0.886	4.1	56
met2	5.92	46	628
met1	4.29	46	626
[sequential cells by signal (all words and copies together), names as in the netlist]
register and flops:
cnt 11, s_tready 1, m_tvalid 1
[metrics by stage]
stage / hold WS, ns / utilization, %
2_1_floorplan: 0.420 / -
3_3_place_gp: 0.443 / 21.6
3_5_place_dp: 0.449 / 21.6
4_1_cts: 0.456 / 22.7
5_1_grt: 0.509 / 22.7
6_report: 0.452 / 22.7
[path summary, 6_finish.rpt]
kind	startpoint	to	slack (ns)	depth (start not counted)
worst max register to register	cnt[0]$_SDFFE_PP0P_	cnt[10]$_SDFFE_PP0P_	0.32	5
worst min register to register	m_tvalid$_SDFFE_PN0N_	m_tvalid$_SDFFE_PN0N_	0.45	2
worst min-delay path	m_tvalid$_SDFFE_PN0N_	m_tvalid$_SDFFE_PN0N_	0.45	2
worst max-delay path	TUSER[0]	cnt[10]$_SDFFE_PP0P_	0.14	6
Power and IR drop assume default switching activity.
