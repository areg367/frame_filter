`config.mk`:
```
export PLATFORM = sky130hd
export DESIGN_NAME = pix_duplicator
export DESIGN_NICKNAME = pix_duplicator
export VERILOG_FILES = /design/flow/design.v
export SDC_FILE = /design/flow/constraint.sdc
export NUM_CORES = 4
export LEC_CHECK = 1
export CORE_UTILIZATION = 50
```
`constraint.sdc`:
```
current_design pix_duplicator

set clk_period 25.0
set clk_io_pct 0.2

create_clock -name clk0 -period $clk_period [get_ports {clk}]

set non_clock_inputs [all_inputs -no_clocks]
set_input_delay [expr $clk_period * $clk_io_pct] -clock clk0 $non_clock_inputs
set_output_delay [expr $clk_period * $clk_io_pct] -clock clk0 [all_outputs]
```
`design.v`:
```
module duplicator
#(
parameter pix_depth = 4,
parameter frame_width = 10,
parameter filter_size = 5,
parameter add_cells = (filter_size-1)/2
)
(
input clk,
input resetn,
input  [pix_depth-1:0] i_TDATA,
input                  i_TVALID,
input                  i_TREADY,
input            [1:0] i_TUSER,
output [pix_depth-1:0] o_TDATA,
output reg             o_TREADY,
output reg             o_TVALID,
output           [1:0] o_TUSER
);
reg [pix_depth+pix_depth*(frame_width+2*add_cells)-1:0] row_buffer = 0;
reg [10:0] pix_cnt = 0;  
always@(posedge clk)
begin
	if(resetn == 0)
	begin
	    pix_cnt  <= 0;
		o_TVALID <= 0;
		o_TREADY <= 0;
	end
	else
	begin
		if(pix_cnt < add_cells && i_TVALID == 1)
		begin
			row_buffer                <= row_buffer << pix_depth;
			if(pix_cnt + 1 < add_cells)
			begin
				o_TREADY                  <= 0;
			end
			else
			begin
				o_TREADY                  <= 1;
			end	
			row_buffer[pix_depth-1:0] <= i_TDATA;
			o_TVALID                  <= 1;
			pix_cnt                   <= pix_cnt + 1;
		end
		else if(pix_cnt >= add_cells && pix_cnt < frame_width && i_TVALID == 1)
		begin
			row_buffer                <= row_buffer << pix_depth;
			o_TREADY                  <= 1;
			row_buffer[pix_depth-1:0] <= i_TDATA;
			o_TVALID                  <= 1;
			pix_cnt                   <= pix_cnt + 1;
		end
		else if(pix_cnt >=  frame_width && pix_cnt < (frame_width+2*add_cells) && i_TVALID == 1)
		begin
			row_buffer                <= row_buffer << pix_depth;
			o_TREADY                  <= 0;
			if(pix_cnt==(frame_width+2*add_cells)-1)
				o_TREADY              <= 1;
			row_buffer[pix_depth-1:0] <= i_TDATA;
			o_TVALID                  <= 1;
			pix_cnt                   <= pix_cnt + 1;
		end
		else
		begin
			o_TVALID <= 0;
			pix_cnt  <= 0;
			o_TREADY <= 0;
		end
	end
end
assign o_TDATA = (resetn == 1)? row_buffer[pix_depth-1:0] :     0;
assign o_TUSER = (resetn == 1)? i_TUSER                   : 2'b00;
endmodule
module pix_duplicator
#(
parameter pix_depth = 4,
parameter frame_width = 10,
parameter filter_size = 5,
parameter add_cells = (filter_size-1)/2
)
(
input clk,
input resetn,
input  [pix_depth-1:0] i_TDATA,
input                  i_TVALID,
input            [1:0] i_TUSER,
input READY_FROM_TB,
output s_tready,
output m_tvalid,
output [pix_depth-1:0]  o_d0,
output [pix_depth-1:0]  o_d1,
output [pix_depth-1:0]  o_d2,
output [pix_depth-1:0]  o_d3,
output [pix_depth-1:0]  o_d4
);
wire [pix_depth-1:0] o_TDATA_wr_in_d0;
wire i_TREADY_wr_s_tready;
wire o_TVALID_wr_s_tvalid;
duplicator
#(
.pix_depth  (pix_depth),
.frame_width(frame_width),
.filter_size(filter_size),
.add_cells  (add_cells)
)
duplicator_1
(
.clk(clk),
.resetn(resetn),
.i_TDATA(i_TDATA),
.i_TVALID(i_TVALID),
.i_TREADY(i_TREADY_wr_s_tready),
.i_TUSER(i_TUSER),
.o_TDATA(o_TDATA_wr_in_d0),
.o_TREADY(s_tready),
.o_TVALID(o_TVALID_wr_s_tvalid)
);
wire VALID_OUT;
rot_fifo
#(
.pix_depth  (pix_depth),
.frame_width(frame_width),
.filter_size(filter_size),
.add_cells  (add_cells)
)
rot_fifo_1
(
.clock(clk),
.resetn(resetn),
.TUSER(i_TUSER),
.s_tvalid(o_TVALID_wr_s_tvalid),
.s_tready(i_TREADY_wr_s_tready), 
.m_tready(READY_FROM_TB),
.m_tvalid(m_tvalid), 
.in_d0(o_TDATA_wr_in_d0),
.o_d0(o_d0),
.o_d1(o_d1),
.o_d2(o_d2),
.o_d3(o_d3),
.o_d4(o_d4)
);
endmodule
module rot_fifo
#(
parameter pix_depth = 4,
parameter frame_width = 10,
parameter filter_size = 5,
parameter add_cells = (filter_size-1)/2
)
(
input clock,
input resetn,
input [1:0] TUSER,
input      s_tvalid,
output reg s_tready,
input      m_tready,
output reg m_tvalid,
input  [pix_depth-1:0] in_d0,
output [pix_depth-1:0]  o_d0,
output [pix_depth-1:0]  o_d1,
output [pix_depth-1:0]  o_d2,
output [pix_depth-1:0]  o_d3,
output [pix_depth-1:0]  o_d4
);
reg empty;
reg full;
reg [filter_size*pix_depth-1:0] pix_2d_buffer [frame_width + 2*add_cells - 1 : 0];
reg [((pix_depth)*5*(frame_width+2*add_cells)):0] buffer = 0;
reg [10:0] cnt = 0;
localparam buff_depth = frame_width + 2*add_cells;
genvar i;
generate for (i=0; i<buff_depth; i=i+1) begin : lbl_buff_array_shift
    if (i == 0) begin
        always @ (posedge clock) begin
            if (s_tvalid) begin
                pix_2d_buffer[i] <= {filter_size{in_d0}};
            end
        end
    end else begin
        always @ (posedge clock) begin
            if (s_tvalid) begin
                pix_2d_buffer[i] <= pix_2d_buffer[i-1];
            end
        end
    end
end
endgenerate  
always @(posedge clock)
begin
	if(resetn == 1'b0)
	begin
		full     <= 0;
		empty    <= 1;
		cnt      <= 0;
		s_tready <= 0;
		m_tvalid <= 0;
	end
	else
	begin
		s_tready <= 1;
		if(s_tvalid == 1)
		begin
			if(TUSER[0] == 1 && TUSER[1] == 1)
			begin
				buffer    <= buffer << pix_depth;
				empty     <= 0;			 
				buffer[pix_depth-1:0] <= in_d0;
				buffer[(pix_depth-1)+  (pix_depth*(frame_width+2*add_cells)):  (pix_depth*(frame_width+2*add_cells))] <= in_d0;
				buffer[(pix_depth-1)+2*(pix_depth*(frame_width+2*add_cells)):2*(pix_depth*(frame_width+2*add_cells))] <= in_d0;
				cnt <= cnt + 3;
			end
			else
			begin
				buffer    <= buffer << pix_depth;
				buffer[pix_depth-1:0] <= in_d0;
				empty     <= 0;			 
				cnt       <= cnt + 1;     
			end
		end
		if(cnt == 5*(frame_width+2*add_cells) - 1)
		begin
			cnt      <= 0;
			full     <= 1;
			m_tvalid <= 1;
			s_tready <= 0;
		end 
	end
end
assign o_d0 = (resetn != 0 && full == 1 && m_tready == 1)? buffer[1*pix_depth*(frame_width+2*add_cells)-1:1*pix_depth*(frame_width+2*add_cells)-pix_depth]: 0;
assign o_d1 = (resetn != 0 && full == 1 && m_tready == 1)? buffer[2*pix_depth*(frame_width+2*add_cells)-1:2*pix_depth*(frame_width+2*add_cells)-pix_depth]: 0;
assign o_d2 = (resetn != 0 && full == 1 && m_tready == 1)? buffer[3*pix_depth*(frame_width+2*add_cells)-1:3*pix_depth*(frame_width+2*add_cells)-pix_depth]: 0;
assign o_d3 = (resetn != 0 && full == 1 && m_tready == 1)? buffer[4*pix_depth*(frame_width+2*add_cells)-1:4*pix_depth*(frame_width+2*add_cells)-pix_depth]: 0;
assign o_d4 = (resetn != 0 && full == 1 && m_tready == 1)? buffer[5*pix_depth*(frame_width+2*add_cells)-1:5*pix_depth*(frame_width+2*add_cells)-pix_depth]: 0;
endmodule
```
`run.sh`:
```
#!/bin/bash
# OpenROAD 26Q1-2900-gdf79404cd8, Yosys 0.63+post, stock flow scripts
make -C /OpenROAD-flow-scripts/flow DESIGN_CONFIG=/design/flow/config.mk WORK_HOME=/design/flow/orfs finish
```
==> results_tabular.tex <==
% Table of physical implementation metrics
\begin{tabular}{lr}
\hline
Metric & Value \\
\hline
\multicolumn{2}{l}{\textbf{Timing}} \\
\quad Post-route worst hold slack & 411 ps \\
\quad Setup\_tns & 0 ps \\
\quad Worst Skew & 15.0 ps \\
\quad Final critical path time including I/O delays and setup & 11600 ps \\
\quad Setup repair after global routing missed its margin & no \\
\quad Top achievable clock speed & $\sim$86 MHz \\
\quad Actual slew at the worst max-slew pin & 835 ps \\
\quad Max-slew violations & 0 \\
\quad Setup-violating endpoint count in the final report & 0 \\
\quad Hold Fails Final Rpt & 0 \\
\quad Slew margin rel. & between 40 and 50\% \\
\quad Post-layout period usage & 46.4\% \\
\multicolumn{2}{l}{\textbf{Clocking}} \\
\quad Buffers from clock root to sink, at most & 3 \\
\quad CTS root buf & sky130\_fd\_sc\_hd\_\_clkbuf\_16 \\
\quad Clock-pin slew of the registers on the worst-case setup and hold paths & 60 ps \\
\quad Number of buffers added by the clock tree synthesis step & 29 \\
\quad Level count of the clock H-tree & 1 \\
\quad CTS tree & built \\
\quad Number of resized instances in the post-cts repair step & 0 \\
\quad Clock insertion delay at the later pin of the skew report & 530 ps \\
\quad Total of hold buffers inserted after clock tree synthesis & 0 \\
\quad Number of setup buffers added after CTS & 0 \\
\quad CTS sink count & slightly above 300 \\
\multicolumn{2}{l}{\textbf{Synthesis}} \\
\quad Share of the yosys chip area belonging to registers & 92.8\% \\
\quad Post-Synthesis Mean Instance Area & between 20 and 25 µm² \\
\quad Flops out of synthesis & approximately 310 \\
\quad Post-synth area from yosys stat & 9730 µm² \\
\quad Most numerous cell in the Yosys netlist & sky130\_fd\_sc\_hd\_\_edfxtp\_1 \\
\quad Cell count listed in synth\_stat.txt & 423 \\
\quad Main synth FF type & sky130\_fd\_sc\_hd\_\_edfxtp\_1 \\
\quad Share of the synthesized area in the top cell type & approximately 90\% \\
\quad Fraction of registers with async set or reset after synthesis & 0\% \\
\quad Most numerous cell types in the synthesized netlist & sky130\_fd\_sc\_hd\_\_edfxtp\_1, sky130\_fd\_sc\_hd\_\_dfxtp\_1, sky130\_fd\_sc\_hd\_\_and2\_1 \\
\quad Number of instances in the synthesized netlist & roughly 420 \\
\quad Distinct cell type count of the synthesized netlist & 29 \\
\quad Mapped cell area & between 9000 and 10000 µm² \\
\quad Dominant cell type by area after synthesis & sky130\_fd\_sc\_hd\_\_edfxtp\_1 \\
\quad Synth area leaders & sky130\_fd\_sc\_hd\_\_edfxtp\_1, sky130\_fd\_sc\_hd\_\_dfxtp\_1, sky130\_fd\_sc\_hd\_\_and2\_1 \\
\quad Count of flip-flops with a built-in enable after synthesis & around 280 \\
\quad Yosys warning tally & 3 \\
\multicolumn{2}{l}{\textbf{Routing}} \\
\quad Via count & 3691 \\
\quad Iteration-0 DRC count of the detailed router & 292 \\
\quad Average vias per placed instance & 4.79 \\
\quad Antenna cell count & 0 \\
\quad Pre-Repair DR Iteration Count & 4 \\
\quad Final WL & 11000 µm \\
\quad Routed wire per std cell & 14.3 µm \\
\quad Antenna-violating nets left & 0 \\
\quad Number of design rule violations left after detail routing & 0 \\
\multicolumn{2}{l}{\textbf{GRT}} \\
\quad Routing usage on met1 & 25.7\% \\
\quad Number of antenna violations at the first check in global routing & 0 \\
\quad Met3 Resource Use GR & 5.50\% \\
\quad Vias in the first global route & 3598 \\
\quad Gr ovfl total & 0 \\
\quad Met2 track demand over resource & 15.5\% \\
\quad Total track usage & 12.9\% \\
\quad Busiest layer in global routing & met1 \\
\quad Wire length of the first global-routing pass & about 18000 µm \\
\quad Maximum number of pins on one net before global-route repair & 139 \\
\multicolumn{2}{l}{\textbf{Critical path}} \\
\quad Arrival @ worst endpoint & $\sim$6600 ps \\
\quad CP dominant cell by count & sky130\_fd\_sc\_hd\_\_clkdlybuf4s50\_1 \\
\quad Peak fanout along the critical path & 20 \\
\quad Category of the worst setup path launch point & primary input \\
\quad Cell chain of the critical path & clkdlybuf4s50\_1 -> and3\_1 -> buf\_4 -> and2\_1 -> clkdlybuf4s50\_1 \\
\quad CP max stage delay & between 500 and 600 ps \\
\quad Critical path start-end classification & in2out \\
\quad Worst endpoint required time & 20000 ps \\
\quad Top cell family by delay on the critical path & buffers and inverters \\
\quad Total buffers and inverters traversed by the critical path & 3 \\
\quad Critical path endpoint category & output port \\
\quad Slowest cell on crit path & sky130\_fd\_sc\_hd\_\_clkdlybuf4s50\_1 \\
\multicolumn{2}{l}{\textbf{Finish}} \\
\quad Area taken by multi-input logic gates & 688 µm² \\
\quad Number of filler instances in the final layout & 1334 \\
\quad Synth-to-Final Area Change & 16.1\% \\
\quad Flop area & about 9000 µm² \\
\quad Layout cell share with drive strength beyond 1 & about 8.6\% \\
\multicolumn{2}{l}{\textbf{Placed design}} \\
\quad Dpl hpwl & 5500 µm \\
\quad Weighted congestion at the end of routability-driven global placement & just over 0.7 \\
\quad IO Port Bufs & 31 \\
\multicolumn{2}{l}{\textbf{Pwr}} \\
\quad Static leakage power & 3.65 nW \\
\quad Maximum vdd drop & around 0.000052 V \\
\quad Areal power density over the cells & 85.1 nW/µm² \\
\multicolumn{2}{l}{\textbf{Flow run}} \\
\quad Count of warning messages emitted by the tools & 28 \\
\quad Number of maximum-capacitance violations & 0 \\
\multicolumn{2}{l}{\textbf{Floorplan}} \\
\quad Row count & 50 \\
\quad Chip area & around 20000 µm² \\
\quad Width of the die & $\sim$140 µm \\
\quad Vertical die size & approximately 140 µm \\
\quad Initial core utilization & 51.5\% \\
\quad Std-Cell Core Area & 18900 µm² \\
\quad IO Count & 32 \\
\multicolumn{2}{l}{\textbf{Hold path}} \\
\quad Class of the worst hold path & reg2reg \\
\multicolumn{2}{l}{\textbf{Outcome}} \\
\quad Result of the run & completed \\
\hline
\end{tabular}
metrics by stage:
stage	area [µm²]	power, W	instances	setup WS [ps]	utilization [%]
floorplan	9750	0.000570	428	13050	-
global placement	10400	0.000572	720	13410	55.2
detailed placement	10400	0.000572	720	13340	55.2
CTS	11300	0.000974	770	13340	59.8
global route	11300	0.000995	770	13280	59.8
finish	11300	0.000961	770	13400	59.8
worst paths after layout:
kind | startpoint | to | slack [ps] | depth (start not counted)
max | resetn | o_d4[0] | 13400 | 5
min reg2reg | rot_fifo_1.buffer[135]$_DFFE_PP_ | rot_fifo_1.buffer[139]$_DFFE_PP_ | 410 | 0
max reg2reg | duplicator_1.o_TVALID$_SDFF_PN0_ | rot_fifo_1.buffer[210]$_DFFE_PP_ | 22530 | 3
min | rot_fifo_1.buffer[135]$_DFFE_PP_ | rot_fifo_1.buffer[139]$_DFFE_PP_ | 410 | 0
kinds of logic after synthesis:
group	synth area share, %
buffers and inverters	0.398
xor gates and xnor gates	1.08
other	0.0385
DFF	92.8
adders and majority gates	0.591
AOI/OAI and AO/OA	1.05
and+or+nand+nor	4.09
report_power, final:
| part | switching (W) | internal [W] | leakage [nW] |
|---|---|---|---|
| Sequential | 0.000000277 | 0.000557 | 2.76 |
| Combinational | 0.00000175 | 0.00000184 | 0.465 |
| Clock | 0.000167 | 0.000234 | 0.428 |
| Total | 0.000169 | 0.000793 | 3.65 |
layout make-up:
| class | count | share of cell area, % |
|---|---|---|
| multi-input combinational | 109 | 6.09 |
| clock buffer | 41 | 7.18 |
| sequential | 309 | 79.9 |
| tap | 260 | 2.88 |
| clock inverter | 9 | 0.598 |
| inverter | 7 | 0.233 |
| timing repair buffer | 35 | 3.12 |
routing by layer:
metal	wire length, µm	part of all wire, %
met1	5290	48
met2	4340	40
met3	1000	9.1
met4	352	3.2
met5	0	0
layout by cell type (no fill, tap or decap):
cell and instances:
sky130_fd_sc_hd__clkinvlp_4 1, sky130_fd_sc_hd__and3_1 6, sky130_fd_sc_hd__xor2_1 4, sky130_fd_sc_hd__clkinv_1 4
sky130_fd_sc_hd__or4_1 1, sky130_fd_sc_hd__conb_1 6, sky130_fd_sc_hd__clkdlybuf4s50_1 31, sky130_fd_sc_hd__clkbuf_1 8
sky130_fd_sc_hd__bufinv_16 1, sky130_fd_sc_hd__fa_1 1, sky130_fd_sc_hd__buf_12 1, sky130_fd_sc_hd__nor4_1 4
sky130_fd_sc_hd__nand2_1 8, sky130_fd_sc_hd__clkinv_2 3, sky130_fd_sc_hd__o21ai_0 1, sky130_fd_sc_hd__inv_1 7
sky130_fd_sc_hd__buf_4 3, sky130_fd_sc_hd__dfxtp_1 25, sky130_fd_sc_hd__xnor2_1 8, sky130_fd_sc_hd__nor4b_1 3
sky130_fd_sc_hd__o31ai_1 1, sky130_fd_sc_hd__a21boi_0 1, sky130_fd_sc_hd__a21o_1 8, sky130_fd_sc_hd__clkbuf_8 4
sky130_fd_sc_hd__nor2_1 17, sky130_fd_sc_hd__nand4_2 1, sky130_fd_sc_hd__ha_1 3, sky130_fd_sc_hd__clkbuf_16 29
sky130_fd_sc_hd__nand4_1 3, sky130_fd_sc_hd__edfxtp_1 284, sky130_fd_sc_hd__a21oi_1 3, sky130_fd_sc_hd__a211oi_1 1
sky130_fd_sc_hd__nor2b_1 1, sky130_fd_sc_hd__and2_1 20, sky130_fd_sc_hd__nor3_1 2, sky130_fd_sc_hd__nand3_1 4
sky130_fd_sc_hd__and3b_1 1, sky130_fd_sc_hd__and2_4 1
sequential cells by signal, indices dropped and copies added, names as in the netlist:
register                 cells
duplicator_1.o_TREADY        1
duplicator_1.o_TVALID        1
duplicator_1.pix_cnt        11
duplicator_1.row_buffer      4
rot_fifo_1.buffer          280
rot_fifo_1.cnt              11
rot_fifo_1.full              1
Power and IR drop assume default switching activity.
